$ cat ./design.v
module subtractor32bit(
    input [31:0] subtractor_in0, subtractor_in1,
    input borrow_in,
    output [31:0] subtractor_out,
    output borrow_out
    );
    wire c5;
    wire c6;
    wire c7;
    subtractor8bit block6(
        .subtractor_in0(subtractor_in0[7:0]),
        .subtractor_in1(subtractor_in1[7:0]),
        .borrow_in(borrow_in),
        .subtractor_out(subtractor_out[7:0]),
        .borrow_out(c5)
        );
    subtractor8bit block7(
        .subtractor_in0(subtractor_in0[15:8]),
        .subtractor_in1(subtractor_in1[15:8]),
        .borrow_in(c5),
        .subtractor_out(subtractor_out[15:8]),
        .borrow_out(c6)
        );
    subtractor8bit block8(
        .subtractor_in0(subtractor_in0[23:16]),
        .subtractor_in1(subtractor_in1[23:16]),
        .borrow_in(c6),
        .subtractor_out(subtractor_out[23:16]),
        .borrow_out(c7)
        );
    subtractor8bit block9(
        .subtractor_in0(subtractor_in0[31:24]),
        .subtractor_in1(subtractor_in1[31:24]),
        .borrow_in(c7),
        .subtractor_out(subtractor_out[31:24]),
        .borrow_out(borrow_out)
        );
endmodule
module subtractor8bit(
    input [7:0] subtractor_in0, subtractor_in1,
    input borrow_in,
    output [7:0] subtractor_out,
    output borrow_out
    );
    wire c4;
    subtractor4bit block4(
        .subtractor_in0(subtractor_in0[3:0]),
        .subtractor_in1(subtractor_in1[3:0]),
        .borrow_in(borrow_in),
        .subtractor_out(subtractor_out[3:0]),
        .borrow_out(c4)
        );
    subtractor4bit block5(
        .subtractor_in0(subtractor_in0[7:4]),
        .subtractor_in1(subtractor_in1[7:4]),
        .borrow_in(c4),
        .subtractor_out(subtractor_out[7:4]),
        .borrow_out(borrow_out)
        );
endmodule
module subtractor4bit(
    input [3:0] subtractor_in0, subtractor_in1,
    input borrow_in,
    output [3:0] subtractor_out,
    output borrow_out
    );
    wire c1;
    wire c2;
    wire c3;
    subtractor1bit block0 (
        .subtractor_in0(subtractor_in0[0]),
        .subtractor_in1(subtractor_in1[0]),
        .borrow_in(borrow_in),
        .subtractor_out(subtractor_out[0]),
        .borrow_out(c1)
        );
    subtractor1bit block1 (
        .subtractor_in0(subtractor_in0[1]),
        .subtractor_in1(subtractor_in1[1]),
        .borrow_in(c1),
        .subtractor_out(subtractor_out[1]),
        .borrow_out(c2)
        );
    subtractor1bit block2 (
        .subtractor_in0(subtractor_in0[2]),
        .subtractor_in1(subtractor_in1[2]),
        .borrow_in(c2),
        .subtractor_out(subtractor_out[2]),
        .borrow_out(c3)
        );
    subtractor1bit block3 (
        .subtractor_in0(subtractor_in0[3]),
        .subtractor_in1(subtractor_in1[3]),
        .borrow_in(c3),
        .subtractor_out(subtractor_out[3]),
        .borrow_out(borrow_out)
        );
endmodule
module subtractor1bit(
    input subtractor_in0, subtractor_in1, borrow_in,
    output subtractor_out, borrow_out
    );
    assign subtractor_out = subtractor_in0 ^ subtractor_in1 ^ borrow_in;
    assign borrow_out = (~subtractor_in0 & subtractor_in1) | (~subtractor_in0 & borrow_in) | (subtractor_in1 & borrow_in);
endmodule
$ cat ./run.sh
#!/bin/bash
# OpenROAD 26Q1-2900-gdf79404cd8, Yosys 0.63+post, stock flow scripts
make -C /OpenROAD-flow-scripts/flow DESIGN_CONFIG=/design/flow/config.mk WORK_HOME=/design/flow/orfs finish
$ cat ./config.mk
export PLATFORM = sky130hd
export DESIGN_NAME = subtractor32bit
export DESIGN_NICKNAME = subtractor32bit
export VERILOG_FILES = /design/flow/design.v
export SDC_FILE = /design/flow/constraint.sdc
export NUM_CORES = 4
export LEC_CHECK = 1
export CORE_AREA = 10 10 87 87
export DIE_AREA = 0 0 97 97
$ cat ./constraint.sdc
current_design subtractor32bit

set clk_period 29.0
set clk_io_pct 0.2

create_clock -name clk0 -period $clk_period

set non_clock_inputs [all_inputs -no_clocks]
set_input_delay [expr $clk_period * $clk_io_pct] -clock clk0 $non_clock_inputs
set_output_delay [expr $clk_period * $clk_io_pct] -clock clk0 [all_outputs]
==> results.json <==
{
  "worstPathArrival_ps": 19080,
  "grt_overflow": 0,
  "num_vias": 855,
  "syn2layout_area_growth_pct": 73.6,
  "syn_avg_cell_area_um2": 8.68,
  "top_layer": "met3",
  "critical_path_required_ps": 23200,
  "setup_viol": 0,
  "initCoreUtil_pct": 20.0,
  "grt_max_degree": 2,
  "worstSetupPathType": "input port to output port",
  "drtIter0Drc": 2,
  "dieArea_mm2": 0.00941,
  "grt_pass1_wl_um": 4750,
  "die_y_um": 97,
  "slew_headroom_pct": 93.7,
  "tns_ps": 0,
  "powerDensity_mw_per_mm2": 20.1,
  "tightest_slew_ps": 94.9,
  "topCellsByArea": "fa_1 57%, inv_1 22%, buf_4 21%",
  "antenna_found_initial": 0,
  "hp-class": "input port to output port",
  "finalClockPeriodUsage_pct": 85.8,
  "largest_area_cell": "fa_1",
  "routedWlPerCell_um": 10.6,
  "layout.cells.non_filler": 268,
  "yosysWarningCount": 0,
  "first_global_vias": 957,
  "ios": 98,
  "syn_inst": 130,
  "status": "completed",
  "worstHoldStart": "subtractor_in0[2]",
  "ant_nets": 0,
  "synth_dominant_cell_count": "inv_1",
  "peakVddDrop_mv": 0.00683,
  "endpoint_kind": "output port",
  "hpwl_um": 2820,
  "crit_start": "subtractor_in0[0]",
  "place_inst": 268,
  "core_area_mm2": 0.00564,
  "fill_cells": 587,
  "slew_violations": 0,
  "dr_wl_met3_um": 566,
  "dr.pass1.iters": 2,
  "cpMaxStageDelayCell": "clkdlybuf4s50_1",
  "power.leakage_nw": 0.969,
  "ys_seq_share_pct": 0,
  "top_cell_area_share_pct": 56.8,
  "viasPerCell": 3.19,
  "rows": 27,
  "drive_gt1_share_pct": 0,
  "regArea_um2": 0,
  "flop-count": 0,
  "syn_area_mm2": 0.00113,
  "die_width_um": 97,
  "cts_setup_buffers": 0,
  "hold_viol": 0,
  "gp_congestion": 0.750,
  "rsz0062_at_grt": "false",
  "wl_met1_um": 1260,
  "hold_buffers": 0,
  "routed_wirelength_um": 2830,
  "ys_area_mm2": 0.00113,
  "post_cts_resized": 0,
  "clock_buffers": 0,
  "setup_slack_ps": 4120,
  "route.antenna.diode_count": 0,
  "max_freq_mhz": 40.2,
  "pre_cts_slack_ps": 4060,
  "netlist_top_cells_count": "66 x inv_1, 32 x buf_4, 32 x fa_1",
  "synthDistinctLibCells": 3,
  "crit_path_max_incr_delay_ps": 480,
  "crit_path_end": "subtractor_out[31]",
  "dr_wl_met2_um": 1000,
  "warning_count": 32,
  "fin_crit_ps": 24880,
  "path_max_fanout": 1,
  "cp-start-kind": "input port",
  "synth_stat.cells": 130,
  "path_common_cell": "fa_1",
  "port_buffers": 98,
  "grt_usage_pct": 6.04,
  "remaining_drc_errors": 0,
  "maxCapViolCount": 0
}
routing by layer:
layer,track usage [%],vias up
met5,0,-
met4,0,0
met3,4.58,0
met2,8.13,75
met1,8.04,356
li1,-,424
report_power, final:
| group | switching [W] | internal, W | total, W |
|---|---|---|---|
| combinational | 0.0000111 | 0.0000282 | 0.0000393 |
| sequential | 0 | 0 | 0 |
| clock | 0 | 0 | 0 |
| total | 0.0000111 | 0.0000282 | 0.0000393 |
stage by stage:
stage | hold slack, ps | cell area [µm²] | total power (W) | utilization (%)
after global placement | 12660 | 1960 | 0.0000403 | 34.7
after floorplan | 11760 | 1130 | 0.0000219 | -
after global routing | 12700 | 1960 | 0.0000455 | 34.7
final | 12650 | 1960 | 0.0000393 | 34.7
after detailed placement | 12660 | 1960 | 0.0000405 | 34.7
after CTS | 12660 | 1960 | 0.0000407 | 34.7
kinds of logic (layout without fill, tap and decap cells):
family,count (synthesis),after routing,synth area share (%)
buffers and inverters,98,164,43.2
adders and majority gates,32,32,56.8
area by class of cell:
| class | count | area (µm²) | area share [%] |
|---|---|---|---|
| Timing Repair Buffer | 98 | 981 | 50.1 |
| Tap cell | 72 | 90.1 | 4.60 |
| Multi-Input combinational cell | 32 | 641 | 32.7 |
| Inverter | 66 | 248 | 12.6 |
how the worst min path moves through the flow:
| stage | end | slack (ps) | cells after the start |
|---|---|---|---|
| 4_1_cts | subtractor_out[6] | 12660 | 5 |
| 5_1_grt | subtractor_out[2] | 12700 | 5 |
| 6_report | subtractor_out[2] | 12650 | 5 |
worst max-delay path, delay by kind of cell:
family / cells / cell delay [ps]
adders and majority gates: 32 / 12230
buffers and inverters: 4 / 1020
placed cells by master (no fill, tap or decap):
| cell | netlist | final |
|---|---|---|
| clkdlybuf4s50_1 | 0 | 98 |
| fa_1 | 32 | 32 |
| inv_1 | 66 | 66 |
No activity file was given, so power comes from the tool's default toggle rates.
