### /design/flow/run.sh
#!/bin/bash
# OpenROAD 26Q1-2900-gdf79404cd8, Yosys 0.63+post, stock flow scripts
make -C /OpenROAD-flow-scripts/flow DESIGN_CONFIG=/design/flow/config.mk WORK_HOME=/design/flow/orfs finish
### /design/flow/config.mk
export PLATFORM = sky130hd
export DESIGN_NAME = alu_top
export DESIGN_NICKNAME = alu_top
export VERILOG_FILES = /design/flow/design.v
export SDC_FILE = /design/flow/constraint.sdc
export NUM_CORES = 4
export LEC_CHECK = 1
export CORE_UTILIZATION = 50
### /design/flow/constraint.sdc
current_design alu_top

set clk_period 1.2
set clk_io_pct 0.2

create_clock -name clk0 -period $clk_period [get_ports {clk}]

set non_clock_inputs [all_inputs -no_clocks]
set_input_delay [expr $clk_period * $clk_io_pct] -clock clk0 $non_clock_inputs
set_output_delay [expr $clk_period * $clk_io_pct] -clock clk0 [all_outputs]
### /design/flow/design.v
module adder32bit(
    input [31:0] adder_in0, adder_in1,
    input carry_in,
    input en,
    output [31:0] adder_out,
    output carry_out
    );
    wire [31:0] modified_in1;
    assign modified_in1 = (en == 1)? ~adder_in1:adder_in1;
    wire c5;
    wire c6;
    wire c7;
    adder8bit block6(
        .adder_in0(adder_in0[7:0]),
        .adder_in1(modified_in1[7:0]),
        .carry_in(en),
        .adder_out(adder_out[7:0]),
        .carry_out(c5)
        );
    adder8bit block7(
        .adder_in0(adder_in0[15:8]),
        .adder_in1(modified_in1[15:8]),
        .carry_in(c5),
        .adder_out(adder_out[15:8]),
        .carry_out(c6)
        );
    adder8bit block8(
        .adder_in0(adder_in0[23:16]),
        .adder_in1(modified_in1[23:16]),
        .carry_in(c6),
        .adder_out(adder_out[23:16]),
        .carry_out(c7)
        );
    adder8bit block9(
        .adder_in0(adder_in0[31:24]),
        .adder_in1(modified_in1[31:24]),
        .carry_in(c7),
        .adder_out(adder_out[31:24]),
        .carry_out(carry_out)
        );
endmodule
module adder8bit(
    input [7:0] adder_in0, adder_in1,
    input carry_in,
    output [7:0] adder_out,
    output carry_out
    );
    wire c4;
    adder4bit block4(
        .adder_in0(adder_in0[3:0]),
        .adder_in1(adder_in1[3:0]),
        .carry_in(carry_in),
        .adder_out(adder_out[3:0]),
        .carry_out(c4)
        );
    adder4bit block5(
        .adder_in0(adder_in0[7:4]),
        .adder_in1(adder_in1[7:4]),
        .carry_in(c4),
        .adder_out(adder_out[7:4]),
        .carry_out(carry_out)
        );
endmodule
module adder4bit(
    input [3:0] adder_in0, adder_in1,
    input carry_in,
    output [3:0] adder_out,
    output carry_out
    );
    wire c1;
    wire c2;
    wire c3;
    adder1bit block0 (
        .adder_in0(adder_in0[0]),
        .adder_in1(adder_in1[0]),
        .carry_in(carry_in),
        .adder_out(adder_out[0]),
        .carry_out(c1)
        );
    adder1bit block1 (
        .adder_in0(adder_in0[1]),
        .adder_in1(adder_in1[1]),
        .carry_in(c1),
        .adder_out(adder_out[1]),
        .carry_out(c2)
        );
    adder1bit block2 (
        .adder_in0(adder_in0[2]),
        .adder_in1(adder_in1[2]),
        .carry_in(c2),
        .adder_out(adder_out[2]),
        .carry_out(c3)
        );
    adder1bit block3 (
        .adder_in0(adder_in0[3]),
        .adder_in1(adder_in1[3]),
        .carry_in(c3),
        .adder_out(adder_out[3]),
        .carry_out(carry_out)
        );
endmodule
module adder1bit(
    input adder_in0, adder_in1, carry_in,
    output adder_out, carry_out
    );
    assign adder_out = adder_in0 ^ adder_in1 ^ carry_in;
    assign carry_out = (adder_in0 & adder_in1) | (adder_in0 & carry_in) | (adder_in1 & carry_in);
endmodule
module alu_top(
    input clk, clear,
    input [31:0]alu_in0, alu_in1,
    input [3:0]control_signal,
    output reg [31:0]alu_out,
    output zero_flag
    );
    wire [31:0]addition_out;
    wire [31:0]and_operation_out;
    wire [31:0]or_operation_out;
    wire [31:0]xor_operation_out;
    wire [31:0]LLS_out;
    wire [31:0]LRS_out;
    wire [31:0]ARS_out;
    wire SLTU_out;
    wire SLT_out;
    wire subtract_en;
    parameter ADD = 4'b0000;
    parameter SUB = 4'b0001;
    parameter AND = 4'b0010;
    parameter OR = 4'b0011;
    parameter XOR = 4'b0100;
    parameter LOGICAL_LS = 4'b0101;
    parameter LOGICAL_RS = 4'b0110;
    parameter ARITHMETIC_RS = 4'b0111;
    parameter LESS_THAN_UNSIGNED = 4'b1000;
    parameter LESS_THAN_SIGNED = 4'b1001;
    adder32bit ADDITION(
        .adder_in0(alu_in0),
        .adder_in1(alu_in1),
        .carry_in(subtract_en),
        .en(subtract_en),
        .adder_out(addition_out)
        );
    gate_and AND_OP(
        .and_in0(alu_in0),
        .and_in1(alu_in1),
        .and_out(and_operation_out)
        );
    gate_or OR_OP(
        .or_in0(alu_in0),
        .or_in1(alu_in1),
        .or_out(or_operation_out)
        );
    gate_xor XOR_OP(
        .xor_in0(alu_in0),
        .xor_in1(alu_in1),
        .xor_out(xor_operation_out)
        );
    shift_module SHIFTING(
        .shift_in0(alu_in0),
        .shift_in1(alu_in1[4:0]),
        .LSL(LLS_out),
        .LSR(LRS_out),
        .ASR(ARS_out)
        );
    comparator COMPARISON(
        .comp_in0(alu_in0),
        .comp_in1(alu_in1),
        .SLTU(SLTU_out),
        .SLT(SLT_out)
        );
    assign zero_flag = (alu_out == 32'b0)?1'b1:1'b0;
    assign subtract_en = (control_signal == 4'b0001);
    always @(posedge clk or posedge clear)begin
        if (clear)begin
            alu_out = 32'b0;
        end else begin
            case (control_signal)
                ADD: alu_out = addition_out;
                SUB:alu_out = addition_out; 
                AND: alu_out = and_operation_out;
                OR: alu_out = or_operation_out;
                XOR: alu_out = xor_operation_out;
                LOGICAL_LS: alu_out = LLS_out;
                LOGICAL_RS: alu_out = LRS_out;
                ARITHMETIC_RS: alu_out = ARS_out;
                LESS_THAN_UNSIGNED: alu_out = {31'b0, SLTU_out};
                LESS_THAN_SIGNED: alu_out = {31'b0, SLT_out};
                default: alu_out = 32'b0;
            endcase
        end
    end
endmodule
module comparator(
    input [31:0]comp_in0, comp_in1,
    output reg SLT,
    output SLTU
    );
    assign SLTU = ((comp_in0 - comp_in1) < 32'b0)?1'b1:1'b0;
    always @(*)begin
        if (comp_in0[31] == 1'b0 && comp_in1[31] == 1'b0)begin
            SLT = ((comp_in0 - comp_in1) < 32'b0)?1'b1:1'b0;
        end else if (comp_in0[31] == 1'b1 && comp_in1[31] == 1'b0)begin
            SLT = 1'b1;
        end else if (comp_in0[31] == 1'b0 && comp_in1[31] == 1'b1)begin
            SLT = 1'b0;
        end else begin
            SLT = ((comp_in0 - comp_in1) < 32'b0)?1'b1:1'b0;
        end
    end
endmodule
module gate_and(
    input [31:0]and_in0, and_in1,
    output [31:0]and_out
    );
    assign and_out = and_in0 & and_in1; 
endmodule
module gate_or(
    input [31:0]or_in0, or_in1,
    output [31:0]or_out
    );
    assign or_out = or_in0 | or_in1;
endmodule
module gate_xor(
    input [31:0]xor_in0, xor_in1,
    output [31:0]xor_out
    );
    assign xor_out = xor_in0 ^ xor_in1;
endmodule
module shift_module(
    input [31:0]shift_in0,  
    input [4:0]shift_in1,  
    output [31:0]LSL, LSR, ASR
    );
    assign LSL = shift_in0 << shift_in1; 
    assign LSR = shift_in0 >> shift_in1;
    assign ASR = shift_in0 >>> shift_in1; 
endmodule
==> reports/qor.yml <==
rsz0062_at_grt: "yes"
first_pass_iters: 6
htree_levels: 2
cap_violations: 0
fillers: 901
core_um2: 15100
cellPowerDensity_nw_per_um2: 678
ys.flop_type: "dfrtp_1"
lay_top_count: "buf_4"
netlist_instances: 861
syn_area_um2: 7740
cts_buffers: 5
ys_seq_share_pct: 10.3
wl_per_cell_um: 29.1
syn_avg_cell_area_um2: 8.99
grt_antenna_before_repair: 1
cp_max_fo: 2
num_rows: 45
clock_path_buffers: 2
drive_above_1_share_pct: 43.2
status: "complete, but fails checks"
total_power_uw: 7990
hpwlAfterDp_mm: 27.7
cp_top_family: "adder cells"
yosys_cells: 861
cp-end-kind: "flop"
hold_viol: 0
cellLeakagePower_uw: 0.00537
grt_use_met3_pct: 31.2
layoutNonFillerInstCount: 1359
gr-usage-met2_pct: 71.4
critPathBufInv: 6
cts-root-buf: "clkbuf_16"
syn_to_final_growth_pct: 52.2
vias: 9337
gp_congestion: 1.12
track_usage_pct: 52.7
layout_top_cells: "buf_4, nor2_1, inv_1"
fin_crit_ns: 12.41
critPathMaxStageDelay_ns: 0.47
busiest_layer: "met2"
yosys.area.top_type: "mux4_2"
topCellsByArea: "mux4_2, ha_1, dfrtp_1, fa_1, mux2i_1"
cp.arrival_ns: 12.59
max_slew_margin_pct: 64.0
synthDominantCellAreaShare_pct: 18.3
grt_max_degree: 44
placed_cell_area_um2: 10500
grtUsageMet1_pct: 63.9
fin_ws_ns: -11.21
postRouteAntennaNets: 0
crit_slowest_cell: "fa_2"
vdd_drop_max_uv: 738
setup_violations: 38
dieHeight_um: 126
crit_top_cell: "fa_2"
maxSlewViolCount: 0
enable_flop_cells: 0
design_area_um2: 11800
cts.sinks: 32
cts_hold_buffers: 0
hp-class: "in2async"
grt_pass1_wl_mm: 58.0
die_w_um: 126
period_used_pct: 1030
synth.distinct_cells: 63
viasPerCell: 6.87
async_flop_share_pct: 100
dr.first_iter.drc_count: 1084
warnings: 63
violations: "negative setup slack"
drcViolationCount: 0
wirelength_mm: 39.6
worstSetupPathType: "in2reg"
yosys_warnings: 2
dp.cells: 1317
cts.clk_slew.worst_paths_ns: 0.06
fp.dieArea_um2: 16000
ios: 103
port_buffers: 102
yosysChipArea_um2: 7740
grt_overflow_total: 0
fmax_mhz: 80.6
cts_tree: "done"
cp_data_required_time_ns: 1.37
worst_pin_slew_ns: 0.535
largest_register_ffs: 32
fp_util_pct: 51.1
grt_pass1_vias: 9277
start_kind: "input pin"
ys.flops: 32
## final cells by class
cell class	instances	area [um^2]	area share, %
diodes	2	5.00	0.0425
clock inverters	3	42.5	0.361
multi-input cells	666	6660	56.5
inverters	87	334	2.83
clock buffers	5	125	1.06
well taps	188	235	2.00
flip-flops and latches	32	806	6.84
repair buffers	376	3570	30.3
## synth_stat cells, types with 3 or more instances
cell type,number
fa_1,30
nor2_1,102
xnor2_1,32
buf_2,21
o21ai_0,25
dfrtp_1,32
nand2b_1,11
buf_4,3
a222oi_1,8
a22oi_1,5
buf_6,11
nor3_1,16
a221oi_1,6
nand3b_1,5
o221ai_1,5
a22o_1,10
nor4_1,16
a211oi_1,21
a211o_1,4
nand3_1,5
or3_1,6
mux2_4,3
a21oi_1,31
o22ai_1,12
clkbuf_1,34
buf_1,6
mux2i_1,51
nor2b_1,10
nand4_1,5
nand2_1,42
inv_2,4
inv_1,83
o2111ai_1,5
ha_1,66
mux4_2,63
o21ai_1,6
o211ai_1,20
mux2_2,13
## stage by stage
step / utilization [%] / setup slack, ns / hold slack (ns) / setup TNS, ns
2_1_floorplan: - / -11.42 / 0.356 / -193.14
3_3_place_gp: 69.5 / -12.23 / 0.604 / -222.47
3_5_place_dp: 69.5 / -12.24 / 0.618 / -222.98
4_1_cts: 76.0 / -11.18 / 0.323 / -192.89
5_1_grt: 77.8 / -11.47 / 0.350 / -199.61
6_report: 77.8 / -11.21 / 0.308 / -195.35
## where the power goes
group	internal (uW)	switching [uW]	total (uW)	leakage, uW
Combinational	2570	2590	5160	0.00488
Sequential	1200	124	1330	0.000413
Clock	976	533	1510	0.0000798
Total	4740	3250	7990	0.00537
## timing repair
item | in CTS | in global routing
pin swaps | 51 | 14
gates cloned | 11 | 0
gates resized | 227 | 50
setup buffers | 16 | 13
endpoints found under the setup margin | 65 | 46
## cells by family (layout without fill, tap and decap cells)
kind of cell    after synthesis  count (layout)  share of synthesized area (%)
fa+ha+maj                    96              96                           18.4
mux                         132             132                           28.0
other cells                   0               2                              0
flops                        32              32                           10.3
simple gates                229             229                           14.0
compound gates              176             176                           15.9
xor+xnor                     33              33                           3.73
buf+inv                     163             471                           9.66
## routing by layer
metal	wire (um)	vias up
li1	-	3785
met1	13200	4386
met2	15800	896
met3	6920	266
met4	3620	4
met5	56	-
## worst paths after layout
| check | end | cells after the start | start | slack, ns |
|---|---|---|---|---|
| worst max-delay path | alu_out[30]$_DFF_PP0_ | 43 | control_signal[2] | -11.21 |
| worst min-delay path | alu_out[12]$_DFF_PP0_ | 3 | clear | 0.31 |
| max in group asynchronous | alu_out[31]$_DFF_PP0_ | 3 | clear | 0.69 |
| min in group clk0 | alu_out[6]$_DFF_PP0_ | 5 | alu_in1[2] | 0.64 |
Power figures rest on the tool's default switching activity, not on a simulated workload.
